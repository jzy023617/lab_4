## flow/config.mk

```make
export PLATFORM = sky130hd
export DESIGN_NAME = top
export DESIGN_NICKNAME = top
export VERILOG_FILES = /design/flow/design.v
export SDC_FILE = /design/flow/constraint.sdc
export NUM_CORES = 4
export LEC_CHECK = 1
export CORE_UTILIZATION = 40
```

## flow/constraint.sdc

```tcl
current_design top

set clk_period 4.9
set clk_io_pct 0.2

create_clock -name clk0 -period $clk_period [get_ports {sys_clk}]

set non_clock_inputs [all_inputs -no_clocks]
set_input_delay [expr $clk_period * $clk_io_pct] -clock clk0 $non_clock_inputs
set_output_delay [expr $clk_period * $clk_io_pct] -clock clk0 [all_outputs]
```

## flow/design.v

```verilog
`timescale 1ns/10ps
module down_seg (
sys_clk,
rst_n,
en,
set_seg,
segH,
segL,
ack
);
parameter D = 0.1;
input               sys_clk;
input               rst_n;
input  [5:0]        set_seg;
input               en;
output [6:0]        segH;
output [6:0]        segL;
output              ack;
reg [5:0]           set_data;
reg [25:0]          cnt;
reg [5:0]           sec_cnt;
reg                 en_d0,en_d1,en_d2;
always @(posedge sys_clk or negedge rst_n) begin
    if(!rst_n)
        cnt <= #D 0;
    else if(en_d2)begin
        if(cnt == 26'd10)
            cnt <= #D 0;
        else
            cnt <= #D cnt + 1'b1;
    end
    else
        cnt <= #D 0;
end
always @(posedge sys_clk or negedge rst_n) begin
    if(!rst_n)
        sec_cnt <= #D 0;
    else if(set_seg == sec_cnt)
        sec_cnt <= #D 0;
    else if(cnt == 26'd10)
        sec_cnt <= #D sec_cnt + 1'b1;
    else
        sec_cnt <= #D sec_cnt;
end
always@(posedge sys_clk or negedge rst_n)begin 
    if(!rst_n)begin
        en_d0 <= #D 0;
        en_d1 <= #D 0;
    end
    else begin
        en_d0 <= #D en;
        en_d1 <= #D en_d0;
        en_d2 <= #D en_d1;
    end
end
always @(posedge sys_clk or negedge rst_n) begin
    if(!rst_n) begin
        set_data <= 0;
	 end
    else if(en_d2) begin 
        if(cnt == 26'd10)begin
            set_data <= #D set_data - 1;
        end
        else if(set_data == 6'd0) begin 
            set_data = 0;
        end
        else begin
            set_data <= #D set_data;
        end
    end
    else if(en_d0 & ~en_d1) begin 
        set_data <= #D set_seg;
    end
    else begin
        set_data <= #D set_data;
    end
end
assign ack = (sec_cnt == set_data)? 1:0;
seg  seg_inst1 (
    .sys_clk(sys_clk),
    .rst_n(rst_n),
    .seg_data(set_data/10),
    .seg_hex(segH)
  );
seg  seg_inst2 (
    .sys_clk(sys_clk),
    .rst_n(rst_n),
    .seg_data(set_data%10),
    .seg_hex(segL)
);
endmodule
module seg (
    sys_clk,
    rst_n,
    seg_data,
    seg_hex
);
    input sys_clk;
    input rst_n;
    input [3:0] seg_data;
    output [6:0] seg_hex;
    reg [6:0] seg_hex;
    always @(*) begin
        if(!rst_n)begin
            seg_hex <= 7'b100_0000;
        end
        else begin
            case (seg_data)
                0: seg_hex = 7'h40;
                1: seg_hex = 7'h79;
                2: seg_hex = 7'h24;
                3: seg_hex = 7'h30;
                4: seg_hex = 7'h19;
                5: seg_hex = 7'h12;
                6: seg_hex = 7'h02;
                7: seg_hex = 7'h78;
                8: seg_hex = 7'h00;
                9: seg_hex = 7'h10;
                default: seg_hex = 7'h40;
            endcase
        end
    end
endmodule
`timescale 1ns/10ps
module top (
sys_clk,
rst_n,
YC,
led,
segL,
segH
);
parameter D = 0.1;
localparam IDLE = 4'b0001; 
localparam S1 = 4'b0010;   
localparam S2 = 4'b0100;   
localparam S3 = 4'b1000;   
input               sys_clk;
input               rst_n;
input               YC;
output [5:0]        led;
output [6:0]        segL;
output [6:0]        segH;
reg [5:0] led;
reg [3:0] cur_state;
reg [3:0] next_state;
reg en;
reg [5:0] set_seg;
reg ack_d0;
wire ack;
always @(posedge sys_clk or negedge rst_n) begin
    if(!rst_n)
        cur_state <= #D IDLE;
    else
        cur_state <= #D next_state;
end
always@(posedge sys_clk or negedge rst_n)begin 
    if(!rst_n)
        ack_d0 <= #D 0;
    else
        ack_d0 <= #D ack;
end
always@(*)begin
    case (cur_state)
        IDLE: begin
            if(YC && ack_d0)
                next_state = S1;
            else
                next_state = IDLE;
        end
        S1:begin
            if(ack_d0)
                next_state = S2;    
            else
                next_state = S1;
        end
        S2:begin
            if(ack_d0)
                next_state = S3;    
            else
                next_state = S2;
        end
        S3:begin
            if(ack_d0)
                next_state = IDLE;
            else
                next_state = S3;
        end
        default: begin
            next_state = IDLE;
        end
    endcase
end
always @(posedge sys_clk or negedge rst_n) begin
    if(!rst_n) begin
        en <= #D 1'b0;
        led <= #D 6'b0;
    end
    else begin 
        case (cur_state)
            IDLE:begin
                set_seg <= #D 6'd60;
                led <= #D 6'b001100;
                if(ack)
                    en <= #D 1'b0;
                else
                    en <= #D 1'b1;
            end
            S1:begin
                led <= #D 6'b010100;
                set_seg <= #D 6'd3;
                if(ack)
                    en <= #D 1'b0;
                else
                    en <= #D 1'b1;
            end
            S2:begin
                led <= #D 6'b100001;
                set_seg <= #D 6'd30;
                if(ack)
                    en <= #D 1'b0;
                else
                    en <= #D 1'b1;
            end
            S3:begin
                led <= #D 6'b100010;
                set_seg <= #D 6'd3;
                if(ack)
                    en <= #D 1'b0;
                else
                    en <= #D 1'b1;
            end 
            default:begin
                set_seg <= #D 6'd0;
                en <= #D 1'b0;
            end 
        endcase
    end
end
down_seg  down_seg_inst (
    .sys_clk(sys_clk),
    .rst_n(rst_n),
    .set_seg(set_seg),
    .en(en),
    .segH(segH),
    .segL(segL),
    .ack(ack)
  );
endmodule
```

## flow/run.sh

```bash
#!/bin/bash
# OpenROAD 26Q1-2900-gdf79404cd8, Yosys 0.63+post, stock flow scripts
make -C /OpenROAD-flow-scripts/flow DESIGN_CONFIG=/design/flow/config.mk WORK_HOME=/design/flow/orfs finish
```

==> deck_impl_summary.md <==
Run Summary

Outcome
  – Status: finished, final reports clean

Final timing
  – Layout Skew: ~0.0096 ns
  – RSZ-0062 raised after global routing: no
  – Post-layout min period: approximately 4.7 ns
  – Setup TNS: 0 ns
  – Slew margin rel.: about 56%
  – Final Cycle Share: a little over nine tenths
  – Final Max Slew Viols: 0
  – FMAX: 213 MHz
  – Post-route worst setup slack: just under 0.2 ns
  – Final-report setup violation count: 0
  – Hold Fails Final Rpt: 0
  – Worst-Margin Slew: around 0.65 ns

Finish
  – Ratio of cells with drive above 1 in the final layout: about 12%
  – Reg area: around 1500 um^2
  – Area growth syn-to-layout: 14.7%
  – Multi-input logic area: between 1500 and 2000 um^2
  – Fillers: 787

Yosys
  – Synth Area per Inst: slightly below 10 um^2
  – EDFF count, synth: 5
  – Ys Warns: 5
  – # Cells Yosys: 361
  – Seq share, synth: just over 40%
  – Yosys Chip Area: 3500 um^2
  – Cell count after synthesis: 361
  – Mapped cell area: between 3000 and 4000 um^2
  – Yosys cell types: 71
  – Post-synth top flop: dfrtp_1
  – Yosys reg bits: between 50 and 60
  – Async SR Flop Fraction: 91.2%

Critical path
  – Slowest-stage cell, CP: dfrtp_2
  – Crit path DRT: slightly below 4 ns
  – CP Cell Sequence: or2_2, ha_1, and2b_4, o31ai_1, a211oi_2, ha_1, nand4b_1, xnor2_2, mux2_1, a31o_1, clkdlybuf4s50_1
  – Setup CP Type: register to output port
  – Crit-path max cell delay: 0.43 ns
  – Worst Setup End Kind: output port
  – Worst-path maximum fanout: 7
  – Reg2Reg Depth: 8
  – Crit path arrival time: around 3.7 ns
  – CP startpoint kind: register
  – Most frequent CP cell: ha_1

Clocking
  – CTS tree: built
  – # H-tree levels: 3
  – Clock Pin Slew Worst Setup and Hold Paths: ~0.07 ns
  – Clk root buf: clkbuf_8
  – Cts bufs inserted: 9
  – Clock latency on the worst-skew pair: 0.33 ns
  – CTS Buffer Depth: 2
  – TritonCTS Sinks: around 57

Floorplanning
  – FP Util: between 40% and 50%
  – Chip width: between 90 and 100 um
  – Die y size: 95.5 um
  – I/O pin count: 23
  – Core outline area: 8340 um^2
  – Die area: a little over 9000 um^2
  – Row Count: 33

Flow run
  – Log Warnings: 35
  – Max-cap violation count: 0

Detailed routing
  – Detail Route Antenna Nets: 0
  – Inserted Diodes: 0
  – Drt first pass iters: 4
  – Avg Vias per Cell: just over 5
  – Post-Route WL: between 6000 and 7000 um
  – Residual DRC count: 0
  – DR iter-0 viols: about 120
  – Wire per inst: between 10 and 15 um
  – DR vias: between 2000 and 3000

Global routing
  – Global Route Usage Sum: ~16%
  – Largest net degree at the start of global routing: 34
  – Antenna violations before repair: 0
  – Total gr overflow: 0
  – Vias in the first global route: 2404
  – First-pass GRT wire length: 11400 um

Hold path
  – Hold-critical path depth: 0
  – Worst Hold Class: register to register

Place
  – Final RePlAce weighted congestion: 0.796
  – Number of port buffers: 22
  – Setup WS pre-CTS: approximately 0.38 ns
  – Detail Placement HPWL: 4530 um

Pwr
  – Final Total Pwr: ~2.3 mW
  – PwrDens: around 560 nW/um^2
  – Max IR drop VDD: ~0.00034 V
  – Pleak: between 1.5 and 2 nW
## worst max-delay path, delay by kind of cell (launching register included)
| kind | cells | cell delay, ns |
|---|---|---|
| simple gates | 3 | 0.80 |
| fa+ha+maj | 2 | 0.58 |
| compound gates | 3 | 0.54 |
| flops | 1 | 0.43 |
| buf+inv | 1 | 0.39 |
| mux | 1 | 0.36 |
| xor+xnor | 1 | 0.28 |
## where the power goes
group / leakage (nW) / internal, mW / switching, mW / total [mW]
combinational: 0.886 / 0.579 / 0.532 / 1.11
sequential: 0.745 / 0.586 / 0.125 / 0.711
clock: 0.103 / 0.255 / 0.184 / 0.439
total: 1.73 / 1.42 / 0.841 / 2.26
## routing by layer
layer | GRT usage [%] | part of all wire, % | up-vias
met2 | 24.3 | 42 | 32
met5 | 0 | 0 | -
li1 | - | - | 1348
met4 | 1.62 | 0.85 | 0
met1 | 26.3 | 55 | 1203
met3 | 2.60 | 2.2 | 6
## cells in the mapped netlist, drive strengths merged, types with 4 or more instances
cell	number	area share [%]
buf	9	2.2
nor3	11	1.9
xnor2	14	3.7
nand3	11	1.6
a21oi	15	2.1
o21ai	18	2.6
xor2	20	5.0
a21o	6	1.3
or2	5	0.89
inv	12	1.3
ha	18	6.4
nand2	30	3.3
nand4	8	1.6
mux2	4	1.4
and3	9	1.8
a211oi	4	1.3
edfxtp	5	4.3
or3	7	1.3
nor4	9	2.0
nor2	45	5.0
dfrtp	51	36
## flip-flops by register name, summed over array words and instances (netlist names), named ones only
name,cells
ack_d0,1
cur_state,2
down_seg_inst.cnt,26
down_seg_inst.en_d0,1
down_seg_inst.en_d1,1
down_seg_inst.en_d2,1
down_seg_inst.sec_cnt,6
down_seg_inst.set_data,6
en,1
led,6
set_seg,4
## logic make-up (layout without fill, tap and decap cells)
kind of cell,after synthesis,after routing,synth area share (%)
AND-OR/OR-AND,63,63,12.4
XOR/XNOR,34,34,8.73
adder cells (fa/ha/maj),18,18,6.44
buffers and inverters,24,56,3.83
flip-flops,57,57,41.5
multiplexers,7,7,2.25
AND/OR/NAND/NOR,158,158,24.8
## final cells by class
type                       count  area share (%)
timing repair buffer          28            6.49
clock buffer                  13            4.74
clock inverter                 3           0.499
sequential                    57            36.2
inverter                      12            1.12
tap                          105            3.28
multi-input combinational    280            47.6
## placed cells by master (no fill, tap or decap), types with 4 or more instances in the layout
cell	count
a21o_1	6
a21oi_1	15
and3_1	8
buf_4	6
clkbuf_8	12
clkdlybuf4s50_1	21
dfrtp_1	50
edfxtp_1	5
ha_1	18
inv_1	12
nand2_1	29
nand3_1	11
nand4_1	7
nor2_1	44
nor3_1	10
nor4_1	8
o21ai_0	17
or2_2	4
or3_1	7
xnor2_1	13
xor2_1	20
## final timing paths
path,startpoint,endpoint,slack (ns)
worst min-delay path,en,down_seg_inst.en_d0,0.35
worst min register to register,en,down_seg_inst.en_d0,0.35
worst max register to register,down_seg_inst.cnt[0],down_seg_inst.set_data[5],2.67
worst max-delay path,down_seg_inst.set_data[4],segL[4],0.19
min in group asynchronous,rst_n,down_seg_inst.cnt[5],0.73
max in group asynchronous,rst_n,cur_state[0],3.82
## timing repair
item | in CTS | in global routing
buffers inserted | 0 | 2
endpoints found under the setup margin | 0 | 5
resized | 0 | 1
hold buffers | 0 | 0
## stage by stage
step	utilization [%]	std cells	instance area, um^2	hold slack [ns]
final	48.1	498	4010	0.349
after detailed placement	45.4	480	3780	0.338
after CTS	47.9	496	4000	0.353
after floorplan	-	361	3500	0.331
after global placement	45.4	480	3780	0.335
after global routing	48.1	498	4010	0.353
Power is estimated from default activity; no workload was simulated.
